**flow/config.mk**
```make
export PLATFORM = sky130hd
export DESIGN_NAME = sclk_counter
export DESIGN_NICKNAME = sclk_counter
export VERILOG_FILES = /design/flow/design.v
export SDC_FILE = /design/flow/constraint.sdc
export NUM_CORES = 4
export LEC_CHECK = 1
export CORE_AREA = 10 10 70 70
export DIE_AREA = 0 0 80 80
```
**flow/constraint.sdc**
```tcl
current_design sclk_counter

set clk_period 1.9
set clk_io_pct 0.2

create_clock -name clk0 -period $clk_period [get_ports {sysclk}]

set non_clock_inputs [all_inputs -no_clocks]
set_input_delay [expr $clk_period * $clk_io_pct] -clock clk0 $non_clock_inputs
set_output_delay [expr $clk_period * $clk_io_pct] -clock clk0 [all_outputs]
```
**flow/design.v**
```verilog
`timescale 1ns / 1ps
module sclk_counter #(
    parameter integer WIDTH_CNT = 4, 
    parameter integer ILA_ENABLE = 0
)(
    input logic sysclk,
    input logic sclk,  
    input logic sysrst,
    output logic edge_flag,
    output logic [WIDTH_CNT - 1:0] cycle_counter
    );
logic sclk_dly;
logic edge_detector;
always_ff @(posedge sysclk) begin
    sclk_dly <= sclk;
end
assign edge_detector = sclk & ~sclk_dly;
logic [WIDTH_CNT - 1:0] cnt;
always_ff @(posedge sysclk)begin
    if(!sysrst)begin
        cnt<=0;
    end
    else begin
        if(edge_detector) begin
            cnt<=cnt+1'd1;
        end
    end
end
if (ILA_ENABLE == 1) begin: ila_on
    spi_converter_ila i (
            .clk (clk),
            .probe0 (edge_detector),
            .probe1 (cnt)
        );
end 
assign edge_flag = edge_detector;
assign cycle_counter = cnt;
endmodule
```
**flow/run.sh**
```bash
#!/bin/bash
# OpenROAD 26Q1-2900-gdf79404cd8, Yosys 0.63+post, stock flow scripts
make -C /OpenROAD-flow-scripts/flow DESIGN_CONFIG=/design/flow/config.mk WORK_HOME=/design/flow/orfs finish
```
==> flow_summary.yaml <==
# implementation run metrics
outcome:
  outcome: "finished, final reports clean"
final_timing:
  finalSetupTns_ns: 0
  hold_slack_ns: 0.416
  fmaxAchievable_ghz: 0.614
  hold_viol_final: 0
  setup_violations: 0
  fin_ws_ns: 0.272
  fin_crit_sh: 0.857
  tightest_slew_ns: 0.177
  drv_slew: 0
  rsz0062_at_grt: "false"
  period_needed_ns: 1.63
  skew_ns: 0.000186
  slew_headroom: 0.882
worst_setup_path:
  arrival_ns: 1.25
  r2r-start: "cnt[0]"
  cp_max_fo: 3
  required_ns: 1.52
  cp-startpoint: "sclk"
  r2r_cells: 4
  endpoint: "edge_flag"
  reg2reg_to: "cnt[2]"
  cp-start-kind: "input port"
  cpPeakStageDelay_ns: 0.48
  cp-end-kind: "output pin"
  r2r_slack_ns: 0.85
  worstSetupPathType: "input port to output pin"
  path_cells: "dlygate4sd2_1 -> nor2b_4 -> clkdlybuf4s50_1"
  slowest_stage: "clkdlybuf4s50_1"
cts:
  ctsHoldBuffers: 0
  cts_tree: "yes"
  cts_sinks: 5
  insertion_delay_ns: 0.24
  clockBufferDepth: 2
  numCtsBuffers: 3
  htree_levels: 1
  cts.clk_slew.worst_paths_ns: 0.04
  cts-root-buf: "clkbuf_4"
place:
  place.gp.congestion: 0.704
  hpwl_um: 372
  dp_cells: 72
  port_buffers: 7
  pre_cts_ws_ns: -0.00183
floorplan:
  core_um2: 3420
  row_count: 21
  fp.dieArea_um2: 6400
  io-pin-count: 8
  fp.dieW_um: 80
  fp_util: 0.0604
  fp.dieH_um: 80
detailed_routing:
  vias_per_cell: 2.17
  postRouteAntennaNets: 0
  drt_iter0_markers: 4
  drc: 0
  first_pass_iters: 4
  wl_per_cell_um: 6.67
  via_count: 165
  antenna-diode-count: 0
  wirelength_um: 507
final_layout:
  drive_above_1_share: 0.167
  syn_to_final_growth_pct: 77.6
  final_util: 0.107
  flop_area_um2: 100
  layout.cells.non_filler: 76
  comb_area_um2: 106
  fillCellCount: 396
synth:
  fa_ha_area_frac: 0.0606
  yosysChipArea_um2: 206
  syn_area_um2: 206
  ys_warn_count: 1
  ys_top_logic_family: "simple AND/OR/NAND/NOR gates"
  synth_area_per_cell_um2: 11.5
  synthMuxAreaShare: 0.0970
  yosysCellCount: 18
  ys_sh_aoi: 0
  ys_types: 12
  synth-xor-area-share: 0.0848
  ys_sh_simple: 0.273
  synth_seq_share: 0.485
  ys_ff: 5
  synthCells: 18
flow_run:
  warning_count: 25
  maxCapViolations: 0
global_routing:
  grt.overflow.total: 0
  antenna_found_initial: 0
  grt_pass1_wl_um: 834
  grt_max_degree: 6
  grt_use_total: 0.0174
  grt_pass1_vias: 185
power:
  p_leak_uw: 0.000141
  p_per_area_nw_per_um2: 716
  ir_worst_vdd_uv: 364
hold_path:
  hold_class: "input port to register"
  hold_path_depth: 1
-- cell families after synthesis --
group | Yosys count
xor gates and xnor gates | 2
adders and majority gates | 1
DFF | 5
muxes | 2
and+or+nand+nor | 8
-- cell type report --
cell class / instances / share of cell area
timing repair buffer: 8 / 0.208
sequential: 5 / 0.273
clock buffer: 4 / 0.0717
tap: 46 / 0.157
multi-input combinational: 13 / 0.290
-- cells in the mapped netlist --
master    count  area share
nand3b_1      1       0.036
dfxtp_1       5        0.48
ha_1          1       0.061
nand2_1       1       0.018
nand4_1       1       0.030
xnor2_1       1       0.042
nor2b_1       1       0.030
nor2b_4       1       0.067
xor2_1        1       0.042
nand2b_1      1       0.030
mux2i_1       2       0.097
and2_1        2       0.061
-- worst max-delay path: cells and delay by family --
| kind | cells | cell delay (ns) |
|---|---|---|
| buf+inv | 2 | 0.71 |
| simple gates | 1 | 0.15 |
-- sequential cells by signal, indices dropped and copies added (netlist names) --
name / flops
cnt: 4
sclk_dly: 1
-- layout by cell type (no fill, tap or decap) --
cell | synthesis | routed
xor2_1 | 1 | 1
nand2b_1 | 1 | 1
xnor2_1 | 1 | 1
nand3b_1 | 1 | 1
nand4_1 | 1 | 1
clkdlybuf4s50_1 | 0 | 6
nor2b_1 | 1 | 1
clkbuf_1 | 0 | 1
nor2b_4 | 1 | 1
buf_4 | 0 | 1
and2_1 | 2 | 2
dlygate4sd2_1 | 0 | 1
dfxtp_1 | 5 | 5
clkbuf_4 | 0 | 3
ha_1 | 1 | 1
mux2i_1 | 2 | 2
nand2_1 | 1 | 1
-- worst min path at each step --
stage | start | endpoint
CTS | sclk | sclk_dly
global route | sclk | sclk_dly
finish | sclk | sclk_dly
-- stage by stage --
stage | instance area, um2 | power [uW]
3_3_place_gp | 342 | 139
5_1_grt | 367 | 279
6_report | 367 | 262
4_1_cts | 367 | 267
2_1_floorplan | 206 | 123
3_5_place_dp | 342 | 140
-- routing by layer --
metal  routed length (um)  vias up  GRT usage  share of wire
met5                    0        -          0              0
met2                  104       13     0.0112           0.21
li1                     -       83          -              -
met4                    0        0    0.00352              0
met1                  296       69     0.0267           0.58
met3                  106        0     0.0216           0.21
-- what timing repair did --
item                       4_1_cts  5_1_grt
setup buffers                    0        0
gates resized                    1        0
setup endpoints to repair        1        0
-- where the power goes --
group	internal, uW	leakage, uW	total [uW]	switching (uW)
clock	79.5	0.0000150	125	45.1
sequential	109	0.0000409	114	4.50
combinational	16.7	0.0000846	24.0	7.31
Power figures rest on the tool's default switching activity, not on a simulated workload.
